File: flow/config.mk
export PLATFORM = sky130hd
export DESIGN_NAME = sqrt_binary_search
export DESIGN_NICKNAME = sqrt_binary_search
export VERILOG_FILES = /design/flow/design.v
export SDC_FILE = /design/flow/constraint.sdc
export NUM_CORES = 4
export LEC_CHECK = 1
export CORE_UTILIZATION = 40
File: flow/constraint.sdc
current_design sqrt_binary_search

set clk_period 14.8
set clk_io_pct 0.2

create_clock -name clk0 -period $clk_period [get_ports {clk}]

set non_clock_inputs [all_inputs -no_clocks]
set_input_delay [expr $clk_period * $clk_io_pct] -clock clk0 $non_clock_inputs
set_output_delay [expr $clk_period * $clk_io_pct] -clock clk0 [all_outputs]
File: flow/design.v
module sqrt_binary_search (
    input  logic        clk,
    input  logic        valid_in,
    input  logic [15:0] x,
    output logic [15:0] x_sqrt,
    output logic        valid_out
);
    typedef enum logic [1:0] {IDLE, PROCESSING, DONE} state_t;
    state_t c_state = IDLE, n_state = IDLE;
    localparam ITERATIONS = 16;
    logic 		   [15:0] low, high, mid;
    logic 		   [15:0] x_reg;
    logic unsigned [4:0]  iterations;
    always_ff @(posedge clk) begin
        c_state <= n_state;
        case (c_state)
            IDLE: begin
                valid_out <= 0;
                iterations <= 0;
                if (valid_in) begin
                    x_reg <= x;
                    high <= x;
                    low <= 0;
                    mid <= x >> 1;
                    n_state <= PROCESSING;
                end else begin
                    n_state <= IDLE;
                    x_reg <= 0;
                end
            end
            PROCESSING: begin
                iterations <= iterations + 1;
                if (iterations > ITERATIONS || ((mid * mid) >> 8) == x_reg) begin
                    n_state <= DONE;
                end else begin
                    n_state <= PROCESSING;
                    if (((mid * mid) >> 8) < x_reg) begin
                        low <= mid;
                    end else begin 
                        high <= mid;
                    end
                    mid <= (high + low) >> 1;
                end
            end    
            DONE: begin 
                valid_out <= 1;
                x_sqrt <= mid;
                n_state <= IDLE;
            end
        endcase
    end
endmodule
File: flow/run.sh
#!/bin/bash
# OpenROAD 26Q1-2900-gdf79404cd8, Yosys 0.63+post, stock flow scripts
make -C /OpenROAD-flow-scripts/flow DESIGN_CONFIG=/design/flow/config.mk WORK_HOME=/design/flow/orfs finish
==> run notes <==
## Outcome
- **status** completed

## Critical path
- **destination of the worst register-to-register timing path** low[5]
- **most frequent cell on the critical path** sky130_fd_sc_hd__fa_1
- **launch point of the worst reg-to-reg path** mid[1]
- **CP max FO** 20
- **crit path cell chain** and2_1 -> fa_1 -> fa_1 -> inv_1 -> fa_1 -> fa_1 -> fa_1 -> fa_1 -> inv_1 -> ha_1 -> or2_2 -> a2111oi_2 -> nor3_1 -> a211oi_2 -> xnor2_1 -> ha_1 -> nand4_1 -> o31ai_1 -> or3_1 -> a21oi_1 -> buf_4
- **standard cell with the maximum stage delay on the critical path** sky130_fd_sc_hd__edfxtp_1
- **CP endpoint kind** flop
- **length in cells of the worst reg-to-reg path** 21
- **critical path's largest stage delay** 0.82 ns
- **type of the worst setup path** flop to flop
- **signal arrival time at the worst endpoint** 7.20 ns
- **worst path required time** 14.83 ns
- **slack of the worst reg-to-reg path** 7.63 ns
- **startpoint type of the worst setup path** flop

## Logic synthesis
- **synthesized cell area** 0.00732 sq mm
- **syn_area_per_cell** 10.9 sq um
- **share of the synthesized area in the top cell type** 0.349
- **fraction of synthesis flops using an asynchronous set or reset pin** 0
- **top cells by area, synth** sky130_fd_sc_hd__edfxtp_1, sky130_fd_sc_hd__fa_1, sky130_fd_sc_hd__ha_1
- **sequential-to-total area share from yosys stat** 0.354
- **flops & latches, synth** 87
- **number of enable-type register cells in the synthesized netlist** 85
- **number of synthesis warnings** 1
- **count of mapped cells out of synthesis** 672
- **cell type with the largest total area** sky130_fd_sc_hd__edfxtp_1
- **prevailing post-synth register cell** sky130_fd_sc_hd__edfxtp_1
- **ys cells** 672
- **number of unique standard cell types used by synthesis** 55
- **chip area line of the yosys report** 0.00732 sq mm

## Place
- **dpl hpwl** 11200 um
- **Placement Setup Slack** 7.62 ns
- **Port-buffer cells** 33
- **gpl congestion** 0.949

## Final timing
- **unrepaired setup endpoints after global routing** no
- **endpoints failing setup** 0
- **Final Max Tran Viols** 0
- **Fin. Hold Viols** 0
- **Final TNS setup** 0 ns
- **final critical delay including setup and external delays** 7.17 ns
- **final worst clock skew** 0.00928 ns
- **portion of the clock cycle consumed by the worst path in the final layout** 0.485
- **setup ws final** 7.63 ns
- **max_slew headroom** 0.461
- **measured slew at the worst slew-check pin** 0.801 ns
- **maximum clock frequency** 0.139 GHz

## Clock network
- **clock tree from TritonCTS** done
- **clock latency on the worst-skew pair** 0.35 ns
- **maximum clock path buffer count** 2
- **Clk Tree Root Cell** sky130_fd_sc_hd__clkbuf_16
- **number of gates given a new drive strength after cts** 0
- **buffer count from post-CTS setup fixing** 0
- **count of H-tree levels built during CTS** 3
- **number of clock sinks** 87
- **CTS buffer count** 9
- **hold buffer count at CTS** 0
- **clock slew seen by the registers of the worst setup and hold paths** 0.07 ns

## Drt
- **number of detailed-routing iterations run before antenna repair** 5
- **number of antenna repair diodes** 0
- **post-DR vias/cell** 5.00
- **tally of nets with antenna violations remaining after routing** 0
- **drt drc** 0
- **wire per inst** 15.5 um
- **Vias** 4698
- **total length of routed wires** 14500 um
- **DRT iter0 DRCs** 165

## Floorplan
- **overall chip area** 0.0189 sq mm
- **core footprint** 0.0180 sq mm
- **die height** 137 um
- **Site Rows** 49
- **floorplan die width** 137 um
- **number of primary I/O pins** 35
- **core utilization before placement** 0.408

## Global routing
- **number of global-route vias before repair** 4823
- **global-route wire length before repair** 24500 um
- **grt ovf** 0
- **pin count of the biggest net entering global routing** 41
- **initial antenna violation count** 0
- **GRT Resource Usage Total** 0.180

## Cells and area
- **fraction of final layout cells with drive strength greater than 1** 0.0577
- **top library cells by usage in the layout, fill and taps aside** sky130_fd_sc_hd__inv_1, sky130_fd_sc_hd__edfxtp_1, sky130_fd_sc_hd__ha_1
- **leading cell type in the layout, fill and taps excluded** sky130_fd_sc_hd__inv_1
- **relative area change from synthesis to final layout** 12.8%

## Flow run
- **tally of OpenROAD warnings** 30
- **max capacitance violation total** 0

## Min path
- **count of cells along the worst hold path** 0
- **sink of the worst hold path** c_state[0]
- **class of the tightest hold or removal check** flop to flop
- **hold path start** n_state[0]

-- layer usage --
metal / GRT usage / share of wire / vias to the layer above
met5: 0 / 0 / -
met4: 0.0220 / 0.016 / 0
met3: 0.0556 / 0.074 / 15
met2: 0.270 / 0.46 / 132
met1: 0.283 / 0.45 / 2269
li1: - / - / 2282
-- synth_stat cells (all sizes together), types with 2 or more instances --
library cell / n
fa: 68
or2: 4
nand4: 6
nand3: 8
nand2b: 6
o21ai: 15
clkbuf: 12
nor2b: 7
o21bai: 3
dfxtp: 2
a21o: 14
nor3: 5
edfxtp: 85
o211ai: 2
or3: 3
mux2: 8
a2111oi: 2
inv: 124
o21a: 5
ha: 74
nand2: 50
a211o: 2
xnor2: 25
a21oi: 18
nor2: 22
and3: 4
a41oi: 2
and2: 59
nor4: 3
nand3b: 2
xor2: 12
buf: 3
a211oi: 5
-- stage by stage --
step                instances  area, sq um  hold WS (ns)   util
finish                    940         8260         0.340  0.460
global route              940         8260         0.350  0.460
CTS                       940         8260         0.341  0.460
detailed placement        926         7930         0.327  0.442
global placement          926         7930         0.327  0.442
floorplan                 672         7320         0.323      -
-- cells by family after synthesis --
group | share of synthesized area
adder cells (fa/ha/maj) | 0.312
other | 0.000512
buffers and inverters | 0.0719
multiplexers | 0.0123
AND-OR/OR-AND | 0.0760
AND/OR/NAND/NOR | 0.129
XOR/XNOR | 0.0443
flip-flops | 0.354
-- worst max-delay path by stage --
stage / endpoint / from
CTS: low[6] / mid[1]
global route: high[11] / mid[1]
finish: low[5] / mid[1]
-- cell type report --
type,instances,area [sq um]
fillers,1613,9700
multi-input cells,446,4200
flip-flops and latches,87,2590
inverters,124,465
repair buffers,40,383
well taps,229,287
clock buffers,9,225
clock inverters,5,108
-- worst max-delay path: cells and delay by family (launching register included) --
kind,cells,cell delay (ns)
fa+ha+maj,8,3.41
simple gates,5,1.20
compound gates,4,0.87
flops,1,0.82
buf+inv,3,0.37
xor+xnor,1,0.16
