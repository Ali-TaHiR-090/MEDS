===== flow/design.v =====
module exp_taylor #(
    parameter INT_WIDTH = 8,         
    parameter FRAC_WIDTH = 8,        
    parameter TERMS = 8              
)(
    input logic signed [INT_WIDTH+FRAC_WIDTH-1:0] x,   
    output logic signed [INT_WIDTH+FRAC_WIDTH-1:0] result   
);
    localparam TOTAL_WIDTH = INT_WIDTH + FRAC_WIDTH;
    logic signed [TOTAL_WIDTH-1:0] term [0:TERMS-1];
    logic signed [TOTAL_WIDTH-1:0] factorial [0:TERMS-1];
    logic signed [TOTAL_WIDTH-1:0] x_power [0:TERMS-1];
    logic signed [TOTAL_WIDTH-1:0] sum;
    always_comb begin
        factorial[0] = 1 << FRAC_WIDTH;   
        factorial[1] = 1 << FRAC_WIDTH;    
        factorial[2] = 2 << FRAC_WIDTH;    
        factorial[3] = 6 << FRAC_WIDTH;    
        factorial[4] = 24 << FRAC_WIDTH;   
        factorial[5] = 120 << FRAC_WIDTH;  
        factorial[6] = 720 << FRAC_WIDTH;    
        factorial[7] = 5040 << FRAC_WIDTH;   
    end
    always_comb begin
        x_power[0] = 1 << FRAC_WIDTH;   
        x_power[1] = x;                 
        for (int i = 2; i < TERMS; i++) begin
            x_power[i] = (x_power[i-1] * x) >>> FRAC_WIDTH;
        end
    end
    always_comb begin
        for (int i = 0; i < TERMS; i++) begin
            term[i] = (x_power[i] << FRAC_WIDTH) / factorial[i];
        end
    end
    always_comb begin
        sum = term[0];
        for (int i = 1; i < TERMS; i++) begin
            sum = sum + term[i];
        end
        result = sum;
    end
endmodule

===== flow/constraint.sdc =====
current_design exp_taylor

set clk_period 71.1
set clk_io_pct 0.2

create_clock -name clk0 -period $clk_period

set non_clock_inputs [all_inputs -no_clocks]
set_input_delay [expr $clk_period * $clk_io_pct] -clock clk0 $non_clock_inputs
set_output_delay [expr $clk_period * $clk_io_pct] -clock clk0 [all_outputs]

===== flow/config.mk =====
export PLATFORM = sky130hd
export DESIGN_NAME = exp_taylor
export DESIGN_NICKNAME = exp_taylor
export VERILOG_FILES = /design/flow/design.v
export SDC_FILE = /design/flow/constraint.sdc
export NUM_CORES = 4
export LEC_CHECK = 1
export CORE_UTILIZATION = 40

===== flow/run.sh =====
#!/bin/bash
# OpenROAD 26Q1-2900-gdf79404cd8, Yosys 0.63+post, stock flow scripts
make -C /OpenROAD-flow-scripts/flow DESIGN_CONFIG=/design/flow/config.mk WORK_HOME=/design/flow/orfs finish

==> impl_metrics.env <==
# flow metrics
export IMPL_syn_area_per_cell_um2=8.43
export IMPL_finalWirelength_mm=52.2
export IMPL_maxSlewViolCount=0
export IMPL_ys_seq_share_pct=0
export IMPL_drive_gt1_share_pct=3.71
export IMPL_globalplace_congestion=0.931
export IMPL_period_used_pct=92.0
export IMPL_grt_usage_pct=21.9
export IMPL_final_common_cell="inv_1"
export IMPL_synth_area_um2=21000
export IMPL_n_fill_cell=4932
export IMPL_n_antenna_cell=0
export IMPL_hpwl_mm=40.8
export IMPL_vias_per_cell=4.94
export IMPL_fin_setup_tns_ps=0
export IMPL_grt_overflow=0
export IMPL_logic_area_um2=18400
export IMPL_lay_top_cells="inv_1 (603), fa_1 (421), and2_1 (301)"
export IMPL_setup_violations_final=0
export IMPL_syn_inst=2496
export IMPL_cp_required_ps=56880
export IMPL_rows=83
export IMPL_antenna_found_initial=1
export IMPL_area_growth_pct=5.76
export IMPL_drc=0
export IMPL_cp_start_kind="input pin"
export IMPL_die_y_um=231
export IMPL_status="finished, final reports clean"
export IMPL_ant_nets=0
export IMPL_seq_area_um2=0
export IMPL_die_x_um=231
export IMPL_ys_types=71
export IMPL_chip_area_um2=53500
export IMPL_crit_slowest_cell="xnor3_2"
export IMPL_vias=15618
export IMPL_grt_pass1_wl_mm=86.6
export IMPL_hold_path_class="input pin to output pin"
export IMPL_grt_max_degree=41
export IMPL_cp_end_kind="output pin"
export IMPL_wl_per_cell_um=16.5
export IMPL_synth_chip_area_um2=21000
export IMPL_path_class="input pin to output pin"
export IMPL_max_stage_delay_ps=780
export IMPL_cts_setup_buffers=0
export IMPL_cts_hold_fix_buffers=0
export IMPL_pin_count=32
export IMPL_hold_viol=0
export IMPL_crit_arrival_ps=51170
export IMPL_hold_ws_ps=30050
export IMPL_ctsResizeCount=0
export IMPL_seq_cell_count=0
export IMPL_core_um2=51600
export IMPL_drt_pre_antenna_iters=8
export IMPL_ys_cells=2496
export IMPL_yosysWarnings=4
export IMPL_relSlewSlack_pct=38.7
export IMPL_timing_final_crit_period_ps=65390
export IMPL_fp_utilization_pct=40.8
export IMPL_tool_warnings=46
export IMPL_rsz0062_at_grt="no"
export IMPL_io_buffers=32
export IMPL_clock_fmax_mhz=15.3
export IMPL_tightestPinTransition_ps=907
export IMPL_cap_violations=0
export IMPL_nClkBuffers=0
export IMPL_crit_fanout=34
export IMPL_initialDrtViolationCount=771
export IMPL_grt_pass1_vias=16609
==> per-layer routing <==
layer	wire length (um)	global-route usage (%)	share of wire, %	up-vias
met5	78	1.10	0.15	-
met4	925	3.21	1.8	2
met3	4920	8.48	9.4	45
met2	24600	34.6	47	456
met1	21700	29.9	42	7654
li1	-	-	-	7461
==> synth_stat cells (20+ instances only) <==
library cell	count	area, um^2
nor3_1	32	160
fa_1	421	8430
nand2_1	168	631
xnor2_1	101	885
o21ai_0	34	170
a21oi_1	54	270
nor2_1	135	507
inv_1	603	2260
and2_1	301	1880
nand3_1	20	100
xor2_1	39	342
clkbuf_1	105	394
ha_1	256	3200
==> stage by stage <==
stage | instances | setup WS (ps) | utilization [%] | area [um^2]
finish | 3162 | 5710 | 43.1 | 22300
global route | 3162 | 3080 | 43.1 | 22300
CTS | 3162 | 5670 | 43.1 | 22300
detailed placement | 3162 | 5720 | 43.1 | 22300
global placement | 3162 | 6340 | 43.1 | 22300
floorplan | 2496 | 8630 | - | 21000
==> final timing paths <==
| path | from | to | slack [ps] | cells after the start |
|---|---|---|---|---|
| max | x[6] | result[15] | 5710 | 136 |
| min | x[8] | result[0] | 30050 | 7 |
==> critical path: cells and delay by family <==
kind / cells / cell delay [ps]
multiplexers: 1 / 290
AND-OR/OR-AND: 32 / 6830
buffers and inverters: 35 / 5120
AND/OR/NAND/NOR: 17 / 3320
XOR/XNOR: 15 / 5100
adder cells (fa/ha/maj): 36 / 16180
==> final cells by class <==
| type | count | share of cell area [%] |
|---|---|---|
| inverter | 606 | 10.2 |
| multi-input combinational | 1781 | 82.5 |
| tap | 680 | 3.82 |
| timing repair buffer | 95 | 3.41 |
==> cell families (layout without fill, tap and decap cells) <==
group	count (synthesis)	after routing	synth area share (%)
AOI/OAI and AO/OA	208	208	6.59
xor gates and xnor gates	150	150	6.87
adders and majority gates	677	677	55.3
buffers and inverters	715	701	12.8
muxes	7	7	0.333
other	1	1	0.0178
and+or+nand+nor	738	738	18.2
